<file path="design/flow/run.sh">
#!/bin/bash
# OpenROAD 26Q1-2900-gdf79404cd8, Yosys 0.63+post, stock flow scripts
make -C /OpenROAD-flow-scripts/flow DESIGN_CONFIG=/design/flow/config.mk WORK_HOME=/design/flow/orfs finish
</file>
<file path="design/flow/config.mk">
export PLATFORM = sky130hd
export DESIGN_NAME = fsm
export DESIGN_NICKNAME = fsm
export VERILOG_FILES = /design/flow/design.v
export SDC_FILE = /design/flow/constraint.sdc
export NUM_CORES = 4
export LEC_CHECK = 1
export CORE_AREA = 10 10 70 70
export DIE_AREA = 0 0 80 80
export SYNTH_HDL_FRONTEND = slang
</file>
<file path="design/flow/constraint.sdc">
current_design fsm

set clk_period 1.4
set clk_io_pct 0.2

create_clock -name clk0 -period $clk_period [get_ports {clk}]

set non_clock_inputs [all_inputs -no_clocks]
set_input_delay [expr $clk_period * $clk_io_pct] -clock clk0 $non_clock_inputs
set_output_delay [expr $clk_period * $clk_io_pct] -clock clk0 [all_outputs]
</file>
<file path="design/flow/design.v">
interface fsm_if (
    input clk
);
  logic reset;
  logic in;
  logic out;
  clocking drv_cb @(posedge clk);
    output reset;
    output in;
  endclocking : drv_cb
  clocking mon_cb @(posedge clk);
    input out;
    input reset;
    input in;
  endclocking : mon_cb
  modport DRV_MP(clocking drv_cb);
  modport MON_MP(clocking mon_cb);
endinterface
module fsm (
    clk,
    reset,
    in,
    out
);
  input logic clk;
  input logic in;
  input logic reset;
  output logic out;
  logic [2:0] present_state, next_state;
  parameter bit [2:0] S0 = 0, S1 = 1, S2 = 2, S3 = 3, S4 = 4;
  always_ff @(posedge clk) begin : Register_logic
    if (reset) begin
      present_state <= S0;
    end else begin
      present_state <= next_state;
    end
  end
  always_comb begin : next_state_logic
    case (present_state)
      S0: next_state = in ? S1 : S0;
      S1: next_state = in ? S1 : S2;
      S2: next_state = in ? S3 : S0;
      S3: next_state = in ? S4 : S2;
      S4: next_state = in ? S1 : S2;
      default: next_state = S0;
    endcase
  end
  assign out = (present_state == S4);
  property p_s0_to_s1;
    @(posedge clk) disable iff (reset) (present_state == S0 && in == 1) |=> present_state == S1;
  endproperty
  property p_s0_to_s0;
    @(posedge clk) disable iff (reset) (present_state == S0 && in == 0) |=> present_state == S0;
  endproperty
  property p_s1_to_s2;
    @(posedge clk) disable iff (reset) (present_state == S1 && in == 0) |=> present_state == S2;
  endproperty
  property p_s1_to_s1;
    @(posedge clk) disable iff (reset) (present_state == S1 && in == 1) |=> present_state == S1;
  endproperty
  property p_s2_to_s3;
    @(posedge clk) disable iff (reset) (present_state == S2 && in == 1) |=> present_state == S3;
  endproperty
  property p_s2_to_s0;
    @(posedge clk) disable iff (reset) (present_state == S2 && in == 0) |=> present_state == S0;
  endproperty
  property p_s3_to_s4;
    @(posedge clk) disable iff (reset) (present_state == S3 && in == 1) |=> present_state == S4;
  endproperty
  property p_s3_to_s2;
    @(posedge clk) disable iff (reset) (present_state == S3 && in == 0) |=> present_state == S2;
  endproperty
  property p_s4_to_s1;
    @(posedge clk) disable iff (reset) (present_state == S4 && in == 1) |=> present_state == S1;
  endproperty
  property p_s4_to_s2;
    @(posedge clk) disable iff (reset) (present_state == S4 && in == 0) |=> present_state == S2;
  endproperty
  property p_pattern_detect;
    @(posedge clk) disable iff (reset) present_state == S4 |-> out == 1;
  endproperty
  property p_reset;
    @(posedge clk) reset |=> present_state == S0 && out == 0;
  endproperty
  assert property (p_s0_to_s1) begin
    $display("p_s0_to_s1 assertion pass");
  end else begin
    $display("p_s0_to_s1 assertion failed");
  end
  assert property (p_s0_to_s0) begin
    $display("p_s0_to_s0 assertion pass");
  end else begin
    $display("p_s0_to_s0 assertion failed");
  end
  assert property (p_s1_to_s2) begin
    $display("p_s1_to_s2 assertion pass");
  end else begin
    $display("p_s1_to_s2 assertion failed");
  end
  assert property (p_s1_to_s1) begin
    $display("p_s1_to_s1 assertion pass");
  end else begin
    $display("p_s1_to_s1 assertion failed");
  end
  assert property (p_s2_to_s3) begin
    $display("p_s2_to_s3 assertion pass");
  end else begin
    $display("p_s2_to_s3 assertion failed");
  end
  assert property (p_s2_to_s0) begin
    $display("p_s2_to_s0 assertion pass");
  end else begin
    $display("p_s2_to_s0 assertion failed");
  end
  assert property (p_s3_to_s4) begin
    $display("p_s3_to_s4 assertion pass");
  end else begin
    $display("p_s3_to_s4 assertion failed");
  end
  assert property (p_s3_to_s2) begin
    $display("p_s3_to_s2 assertion pass");
  end else begin
    $display("p_s3_to_s2 assertion failed");
  end
  assert property (p_s4_to_s1) begin
    $display("p_s4_to_s1 assertion pass");
  end else begin
    $display("p_s4_to_s1 assertion failed");
  end
  assert property (p_s4_to_s2) begin
    $display("p_s4_to_s2 assertion pass");
  end else begin
    $display("p_s4_to_s2 assertion failed");
  end
  assert property (p_pattern_detect) begin
    $display("p_pattern_detect assertion pass");
  end else begin
    $display("p_pattern_detect assertion failed");
  end
  assert property (p_reset) begin
    $display("p_reset assertion pass");
  end else begin
    $display("p_reset assertion failed");
  end
  C1 :
  cover property (p_pattern_detect);
  C2 :
  cover property (p_reset);
  C3 :
  cover property (p_s0_to_s1);
  C4 :
  cover property (p_s0_to_s0);
  C5 :
  cover property (p_s1_to_s2);
  C6 :
  cover property (p_s1_to_s1);
  C7 :
  cover property (p_s2_to_s3);
  C8 :
  cover property (p_s2_to_s0);
  C9 :
  cover property (p_s3_to_s4);
  C10 :
  cover property (p_s3_to_s2);
  C11 :
  cover property (p_s4_to_s1);
  C12 :
  cover property (p_s4_to_s2);
endmodule
</file>
==> commit_impl_results.txt <==
Update PnR metrics after Yosys + OpenROAD run

- Max-slew violation count: 0
- According to the floorplan report, the total die area is 6400 um2.
- The script computed a power per unit cell area of 1200 nW/um2.
- Peak fanout along the critical path: 3
- Register share of total power: 0.455
- Final setup violating endpoints: 0
- Final Total Pwr: 333 uW
- After detailed routing, the number of vias per cell comes to 1.70.
- Per the post-run analysis, buffers plus inverters along the critical path come to 1.
* Run status: finished clean
* Cell Area, Synth: 161 um2
- Per the post-CTS timing run, clock transition at the registers of the reported paths is 0.04 ns.
* Max FFs per register: 5
- Proportion of power drawn by the clock network: 0.491
- Overall track demand over capacity in global routing: 0.0146
- Adder-cell share of the synthesized area: 0
- Max-cap violations in this run came to 0.
- The sequential cells in the finished layout cover a total of 101 um2.
- Setup fix buffers added after clock tree synthesis: 0
- For this run, the detailed router's first-pass iteration total came to 2.
- The layout report lists the multi-input gate area as 61.3 um2.
- Number of core rows: 21
* DIE HEIGHT: 80 um
- Layout cells sized above 1: 0.300
- Post-route fraction of the period consumed by the critical path: 0.960
- Routed len/inst: 5.76 um
* Fraction of power consumed by combinational cells: 0.054
- Post-Place Setup Slack: 0.250 ns
* Final period demand of the worst path: 1.34 ns
- Routability-driven placement finished with a final weighted congestion of 0.681.
- Synth Area per Inst: 12.4 um2
- Switching component of the power: 66.6 uW
* Total cell area reported by yosys after synthesis: 161 um2
- Entering global routing, the biggest net connects 6 pins.
- Area Overhead vs Synth: 71.3%
- The highest supply drop recorded on VDD is 0.295 mV.
- Total length of routed met2 wires: 94 um
* Worst min-delay path class: reg -> reg
* Filler Cell Count: 411
- In this run the standard cell core region covers 3420 um2.
- Hold-fix buffers, CTS: 0
- In the final layout, the registers with the most flip-flops are present_state (5).
- The synthesized netlist was found by Yosys to have 13 cells.
- Total overflow reported by the global router: 0
- Top-area cell type share of the netlist area: 0.620
* Clk sink count: 5
- CTS tree: done
* Total detailed-routing wirelength: 380 um
* Library cell contributing the largest single delay on the critical path: sky130_fd_sc_hd__clkdlybuf4s50_1
* Category of the worst setup path capture point: output port
- Yosys top cell by area: sky130_fd_sc_hd__dfxtp_1
- Detailed-route iteration 0 reported a violation count of 1.
* Buffers on Ports: 3
* Post-synthesis xor/xnor area fraction: 0
- Top register by number of flip-flops: present_state
- After synthesis, the share of cell area in mux cells is 0.
- The synthesis stat section lists a flop and latch total of 5.
- CTS placed an instance of sky130_fd_sc_hd__clkbuf_4 at the clock tree root.
- The clock arrives with 0.00346 ns of skew.
- The highest layer touched by signal routing is met3.
- CTS added clock buffers totalling 3.
- Post-route setup TNS: 0 ns
- The initial antenna violation count is 0.
* Antenna diode instance count: 0
- Chip width: 80 um
- Required arrival time at the worst endpoint: 1.12 ns
- Count of unique library cells instantiated by Yosys: 7
- Gates resized during post-CTS repair numbered 1.
- The clock passes through at most 2 buffers.
* Utilization after layout: 0.0810
- Of the synthesized area, sequential elements account for 0.620.
* Metal1 wirelength: 236 um
- The routed layout reports a DRC error count of 0.
* Global-route wire length before repair: 690 um
- The warning tally printed by Yosys for this design is 0.
* Critical Path AT: 1.06 ns
* Static Leak: 0.0000987 uW
- In this build the clock could be raised as far as 744 MHz.
* Internal portion of total power: 266 uW
- For reference, the top logic cell family by area is simple AND/OR/NAND/NOR gates.
- Setup repair after global routing missed its margin: false
* Total number of H-tree levels: 1
- The final hold violation count recorded for this run is 0.
- Worst rel slew slack: 0.872
* Cell Chain, Critical Path: clkdlybuf4s50_1
* Largest stage delay on the critical path: 0.48 ns
- Clk Latency, worst-skew pair: 0.24 ns
* Count of boundary I/O pins: 4
- Dominant delay contributor by cell family on the critical path: buffers and inverters
- Leading post-synthesis cells by cell area: sky130_fd_sc_hd__dfxtp_1, sky130_fd_sc_hd__and3b_1, sky130_fd_sc_hd__nor3b_2
- Net Sw Frac: 0.200
- Transition time of the tightest slew-check pin: 0.191 ns
* Setup crit start kind: flop
- Of the total synthesized cell area, the portion taken by AND-OR and OR-AND cells is 0.0465.
- Gate count after technology mapping: 13
* Worst hold margin: 0.486 ns
- Residual antenna-violating net count after detailed routing: 0
* Vias: 112
- The via count of the first global-routing pass was 139.
- Critical path type: reg -> out
- After layout, the worst setup slack is 0.0564 ns.
- Warnings raised by the tools during the run amount to 25.
- Floorplan Utilization: 0.0473
- In the detailed route, the total length drawn on met3 is 48 um.
* Simple-gate share of the synthesized area: 0.333
-- power by group through the flow --
stage	Clock, uW	Sequential [uW]	Combinational, uW
after CTS	173	151	18.2
after global routing	186	152	20.8
final	164	152	18.0
-- per-layer routing --
metal / global-route usage / vias to the layer above
li1: - / 60
met1: 0.0200 / 46
met2: 0.0128 / 6
met3: 0.0159 / 0
met4: 0.00528 / 0
met5: 0 / -
-- layout make-up --
cell class	instances	area share
Multi-Input combinational cell	8	0.222
Clock buffer	4	0.0950
Sequential cell	5	0.367
Tap cell	46	0.208
Timing Repair Buffer	3	0.109
-- path summary, 6_finish.rpt --
check / to / slack [ns] / cells after the start / start
worst min-delay path: present_state[1] / 0.49 / 1 / present_state[4]
worst min register to register: present_state[1] / 0.49 / 1 / present_state[4]
worst max register to register: present_state[2] / 0.72 / 2 / present_state[3]
worst max-delay path: out / 0.06 / 1 / present_state[1]
-- logic make-up (layout without fill, tap and decap cells) --
family,after synthesis,in the layout
buffers and inverters,0,7
AND/OR/NAND/NOR,7,7
AND-OR/OR-AND,1,1
flip-flops,5,5
-- synth_stat cells (all sizes together) --
master,number
and3b,2
dfxtp,5
nor2,1
nor3,3
nor3b,1
o21bai,1
-- layout by cell type, fill, tap and decap left out --
cell,Yosys,routed
sky130_fd_sc_hd__clkdlybuf4s50_1,0,3
sky130_fd_sc_hd__dfxtp_2,0,1
sky130_fd_sc_hd__nor3_1,2,2
sky130_fd_sc_hd__nor3b_2,1,1
sky130_fd_sc_hd__nor2_1,1,1
sky130_fd_sc_hd__clkbuf_4,0,3
sky130_fd_sc_hd__clkbuf_1,0,1
sky130_fd_sc_hd__o21bai_1,1,1
sky130_fd_sc_hd__and3b_1,2,2
sky130_fd_sc_hd__nor3_2,1,1
sky130_fd_sc_hd__dfxtp_1,5,4
-- metrics by stage --
stage,std cells,cell area (um2)
after detailed placement,62,249
after CTS,66,277
after global placement,62,249
final,66,277
after global routing,66,277
after floorplan,13,161
Power figures rest on the tool's default switching activity, not on a simulated workload.
